**./config.mk**
```make
export PLATFORM = sky130hd
export DESIGN_NAME = vga_sync
export DESIGN_NICKNAME = vga_sync
export VERILOG_FILES = /design/flow/design.v
export SDC_FILE = /design/flow/constraint.sdc
export NUM_CORES = 4
export LEC_CHECK = 1
export CORE_AREA = 10 10 84 84
export DIE_AREA = 0 0 94 94
```
**./constraint.sdc**
```tcl
current_design vga_sync

set clk_period 2.6
set clk_io_pct 0.2

create_clock -name clk0 -period $clk_period [get_ports {clk}]

set non_clock_inputs [all_inputs -no_clocks]
set_input_delay [expr $clk_period * $clk_io_pct] -clock clk0 $non_clock_inputs
set_output_delay [expr $clk_period * $clk_io_pct] -clock clk0 [all_outputs]
```
**./design.v**
```verilog
module vga_sync(
  input clk, 
  input reset,
  output wire oHS, 
  output wire oVS, 
  output wire visible, 
  output wire p_tick,
  output wire [9:0] xCount, 
  output wire [9:0] yCount
  );
   parameter HD = 640;  
   parameter HF = 48 ;  
   parameter HB = 16 ;  
   parameter HR = 96 ;  
   parameter VD = 480;  
   parameter VF = 10;   
   parameter VB = 33;   
   parameter VR = 2;    
   reg mod2_reg;
   wire mod2_next;
   reg [9:0] h_count_reg, h_count_next;
   reg [9:0] v_count_reg, v_count_next;
   reg v_sync_reg, h_sync_reg;
   wire v_sync_next, h_sync_next;
   wire h_end, v_end, pixel_tick;
   always @(posedge clk) begin
      if (reset)
         begin
            mod2_reg <= 1'b0;
            v_count_reg <= 0;
            h_count_reg <= 0;
            v_sync_reg <= 1'b0;
            h_sync_reg <= 1'b0;
         end
      else
         begin
            mod2_reg <= mod2_next;
            v_count_reg <= v_count_next;
            h_count_reg <= h_count_next;
            v_sync_reg <= v_sync_next;
            h_sync_reg <= h_sync_next;
         end
	end
   assign mod2_next = ~mod2_reg;
   assign pixel_tick = mod2_reg;
   assign h_end = (h_count_reg==(HD+HF+HB+HR-1));
   assign v_end = (v_count_reg==(VD+VF+VB+VR-1));
   always @(*) begin
      if (pixel_tick) begin   
         if (h_end)
            h_count_next = 0;
         else
            h_count_next = h_count_reg + 1;
      end
	  else
         h_count_next = h_count_reg;
	end
   always @(*) begin
      if (pixel_tick & h_end) begin  
         if (v_end)
            v_count_next = 0;
         else
            v_count_next = v_count_reg + 1;
	  end
      else
         v_count_next = v_count_reg;
	end
   assign h_sync_next = (h_count_reg>=(HD+HB) &&
                         h_count_reg<=(HD+HB+HR-1));
   assign v_sync_next = (v_count_reg>=(VD+VB) &&
                         v_count_reg<=(VD+VB+VR-1));
   assign visible = (h_count_reg<HD) && (v_count_reg<VD);
   assign oHS = h_sync_reg;
   assign oVS = v_sync_reg;
   assign xCount = h_count_reg;
   assign yCount = v_count_reg;
   assign p_tick = pixel_tick;
endmodule
```
**./run.sh**
```bash
#!/bin/bash
# OpenROAD 26Q1-2900-gdf79404cd8, Yosys 0.63+post, stock flow scripts
make -C /OpenROAD-flow-scripts/flow DESIGN_CONFIG=/design/flow/config.mk WORK_HOME=/design/flow/orfs finish
```
==> notes.md <==
Physical implementation status

The final clock skew stands at 0.00555 ns. The post-route report lists met1 wire length as 1510 um. TritonCTS built the clock tree.

The global-route usage over all layers stands at 6.49%. In this run the worst path has a maximum fanout of 6. For this run, the detailed router reports a per-instance via density of 4.29.

The final setup slack of the worst path stands at 0.344 ns. The worst path in the final design needs a cycle of 2.26 ns, including I/O delays and setup. The estimated wirelength of the detail-placed design stands at 2210 um.

The count of max-cap constraint violations stands at 0. The summed negative setup slack over all endpoints stands at 0 ns. According to the report, the first pass of detailed routing completed in 4 iterations. Total power for the finished layout comes to 0.624 mW. Yosys stat counts 133 cells in the synthesized netlist. After synthesis, the cell types taking the most area are sky130_fd_sc_hd__dfxtp_1, sky130_fd_sc_hd__ha_1, sky130_fd_sc_hd__nor2_1. The maximum resistive drop on vdd stands at 0.194 mV. The H-tree depth reported by CTS stands at 1.

The number of CTS-inserted buffers stands at 3. At the pin with the least slew margin, the transition time is 0.515 ns. The count of mapped cells out of synthesis stands at 133.

In this run the deepest clock path goes through 2 buffers. For this sky-water flow run, the detailed-routed wirelength per cell is reported as 12.7 um. On the worst setup and hold paths after CTS, the clock-pin slew comes to 0.08 ns.

For reference, the most critical setup path is categorized as reg -> out. The number of clock sinks seen by CTS stands at 23. The total of buffers placed on input and output ports stands at 25.

The met2 routed wirelength stands at 1190 um. Note that the worst hold path type here is reg -> reg. The share of the synthesized area in the top cell type stands at 38.7%. In this run the count of I/O pins placed on the die edge is 26. Per the post-route antenna check, the number of violating nets is 0. The run finished with clean final reports. The share of layout cells above drive strength 1 stands at 5.66%. The report lists the number of cells resized after CTS as 0.

The detailed router reports a met3 wire length of 173 um. The setup slack at placement stands at 0.553 ns. Per the synthesis report, the dominant area consumer among library cells is sky130_fd_sc_hd__dfxtp_1.

The antenna cell count stands at 0. The area growth from synthesis to layout is 30.0%. Once iteration 0 of detailed routing completed, the report listed 57 DRC markers. The final timing report lists a hold violation count of 0. The report lists the number of standard-cell rows as 26.

The clock latency on the worst-skew pair stands at 0.26 ns. Entering global routing, the biggest net connects 13 pins. Summed over all layers, the global routing overflow is 0. Signal nets in the final route climb as high as met4. The via count of the first global-routing pass stands at 937. The achievable frequency stands at 0.443 GHz. Setup repair after global routing left no endpoint under its margin. The static power due to leakage stands at 0.578 nW.

The number of DRC violations after detailed routing stands at 0. The number of logged tool warnings stands at 31. Per the post-synthesis stats, the area per cell is 8.95 um^2. The most common logic cells in the final layout are sky130_fd_sc_hd__clkdlybuf4s50_1, sky130_fd_sc_hd__dfxtp_1, sky130_fd_sc_hd__nor2_1.

The number of vias in the routed layout stands at 982. Counting only logic cells after layout, the most numerous master is sky130_fd_sc_hd__clkdlybuf4s50_1. Warnings reported by Yosys during synthesis add up to 1. The synthesized flop and latch total stands at 23.

In this run the cell area of the synthesized design comes to 1190 um^2. The die is 94 um wide. Post-CTS timing repair inserted 0 buffers for setup.

The total routed wirelength stands at 2900 um. The script computed a power per unit cell area of 404 nW/um^2. In the final report, the number of pins over their slew limit comes to 0. Per the OpenROAD floorplan log, the area of the die is 8840 um^2.

The final-report setup violation count stands at 0. The first global-routing pass estimated 4750 um of wire. Per Yosys stat, the portion of area used by sequential elements is 38.7%. STA classifies the critical path startpoint as a flip-flop. The yosys-reported design area after synthesis stands at 1190 um^2. STA classifies the critical path endpoint as a primary output.

The vertical die size stands at 94 um. The number of antenna violations at the first check in global routing stands at 0. The floorplan step records an initial core utilization of 22.9%. The worst path uses 86.8% of the clock period. The number of hold-repair buffers added at the cts stage stands at 0. The total area inside the core boundary comes to 5200 um^2.

The routability congestion estimate stands at 0.851. Checking max transition, the worst relative margin is 65.2%. According to the timing report, the arrival time at the worst endpoint equals 1.74 ns. Counting distinct cell types in the post-synthesis netlist gives 36. The cell sitting at the root of the clock tree is a sky130_fd_sc_hd__clkbuf_8. The required time of the critical path stands at 2.08 ns.
power breakdown:
group / switching [mW] / total, mW / internal, mW
clock network: 0.111 / 0.221 / 0.109
registers: 0.0112 / 0.370 / 0.359
logic: 0.0142 / 0.0341 / 0.0199
synth_stat cells:
cell                       number
sky130_fd_sc_hd__xor2_1         5
sky130_fd_sc_hd__a31oi_1        1
sky130_fd_sc_hd__nor2_1        19
sky130_fd_sc_hd__o22ai_1        1
sky130_fd_sc_hd__nor2b_1        1
sky130_fd_sc_hd__o21a_1         1
sky130_fd_sc_hd__or3b_4         1
sky130_fd_sc_hd__o211ai_1       2
sky130_fd_sc_hd__and3_2         3
sky130_fd_sc_hd__nand4b_1       1
sky130_fd_sc_hd__a21oi_1        3
sky130_fd_sc_hd__nand2_1        8
sky130_fd_sc_hd__nor4b_1        2
sky130_fd_sc_hd__nand2b_4       1
sky130_fd_sc_hd__mux2i_1        2
sky130_fd_sc_hd__nor4_4         1
sky130_fd_sc_hd__o221ai_1       1
sky130_fd_sc_hd__or3_1          1
sky130_fd_sc_hd__o211a_1        1
sky130_fd_sc_hd__o311ai_0       1
sky130_fd_sc_hd__clkbuf_1       1
sky130_fd_sc_hd__o21ai_0        1
sky130_fd_sc_hd__nor3_1         4
sky130_fd_sc_hd__inv_1          8
sky130_fd_sc_hd__buf_6          2
sky130_fd_sc_hd__nand3_1        6
sky130_fd_sc_hd__xnor2_1        7
sky130_fd_sc_hd__nor4_1         4
sky130_fd_sc_hd__and3_1         3
sky130_fd_sc_hd__and2_1         2
sky130_fd_sc_hd__o31ai_1        3
sky130_fd_sc_hd__dfxtp_1       23
sky130_fd_sc_hd__ha_1           7
sky130_fd_sc_hd__a32oi_1        1
sky130_fd_sc_hd__nand2b_1       1
sky130_fd_sc_hd__nand4_1        4
kinds of logic after synthesis:
group	Yosys count	share of synthesized area, %
AND-OR/OR-AND	16	9.57
XOR/XNOR	12	8.83
adder cells (fa/ha/maj)	7	7.36
buffers and inverters	11	4.73
flip-flops	23	38.7
multiplexers	2	1.68
AND/OR/NAND/NOR	62	29.1
per-layer routing:
layer | track usage, % | vias to the layer above
met5 | 0 | -
met2 | 9.56 | 19
met3 | 2.10 | 2
met4 | 0.633 | 0
li1 | - | 520
met1 | 9.35 | 441
final timing paths:
path                   from              to  slack, ns  depth (start not counted)
max          v_count_reg[5]         visible       0.34                          4
min          h_count_reg[1]  h_count_reg[1]       0.53                          2
max reg2reg  h_count_reg[0]  v_count_reg[2]       0.65                          5
min reg2reg  h_count_reg[1]  h_count_reg[1]       0.53                          2
through the flow:
step / hold WS (ns) / instances / area, um^2 / util (%)
5_1_grt: 0.574 / 229 / 1550 / 29.7
3_3_place_gp: 0.530 / 225 / 1500 / 28.8
2_1_floorplan: 0.456 / 133 / 1190 / -
4_1_cts: 0.537 / 229 / 1550 / 29.7
3_5_place_dp: 0.524 / 225 / 1500 / 28.8
6_report: 0.532 / 229 / 1550 / 29.7
worst max-delay path, stage by stage (launching register included):
cell	delay, ns
sky130_fd_sc_hd__dfxtp_1	0.37
sky130_fd_sc_hd__and3_2	0.25
sky130_fd_sc_hd__and2_1	0.18
sky130_fd_sc_hd__nor3_1	0.18
sky130_fd_sc_hd__clkdlybuf4s50_1	0.50
area by class of cell:
cell class	count	area, um^2
Timing Repair Buffer	25	250
Sequential cell	23	460
Fill cell	547	3660
Inverter	8	30.0
Tap cell	70	87.6
Multi-Input combinational cell	99	673
Clock buffer	4	45.0
No activity file was given, so power comes from the tool's default toggle rates.
