`/design/flow/design.v`:
```
`timescale 1ns / 1ps
module debounce(input clk, input btn_input, output btn_output);
parameter DEBOUNCE_PERIOD = 2_000_000;  
reg [$clog2(DEBOUNCE_PERIOD):0] counter;
assign btn_output = (counter == DEBOUNCE_PERIOD);
always@(posedge clk) begin
  if (btn_input == 0)
    counter <= 0;
  else
    counter <= counter + (counter != DEBOUNCE_PERIOD);
end
endmodule
```
`/design/flow/run.sh`:
```
#!/bin/bash
# OpenROAD 26Q1-2900-gdf79404cd8, Yosys 0.63+post, stock flow scripts
make -C /OpenROAD-flow-scripts/flow DESIGN_CONFIG=/design/flow/config.mk WORK_HOME=/design/flow/orfs finish
```
`/design/flow/config.mk`:
```
export PLATFORM = sky130hd
export DESIGN_NAME = debounce
export DESIGN_NICKNAME = debounce
export VERILOG_FILES = /design/flow/design.v
export SDC_FILE = /design/flow/constraint.sdc
export NUM_CORES = 4
export LEC_CHECK = 1
export CORE_AREA = 10 10 81 81
export DIE_AREA = 0 0 91 91
```
`/design/flow/constraint.sdc`:
```
current_design debounce

set clk_period 2.8
set clk_io_pct 0.2

create_clock -name clk0 -period $clk_period [get_ports {clk}]

set non_clock_inputs [all_inputs -no_clocks]
set_input_delay [expr $clk_period * $clk_io_pct] -clock clk0 $non_clock_inputs
set_output_delay [expr $clk_period * $clk_io_pct] -clock clk0 [all_outputs]
```
==> ds_physical_params.txt <==
Physical implementation characteristics

Parameter                              Value

Synthesis
  #FFs+latches synth .................. 22
  Number of warnings reported in the yosys synthesis log .................. 1
  Cell area after synthesis .................. 1027 sq um
  Cell count in the Yosys report .................. 116
  Cell count after synthesis .................. 116
  Avg Synthesized Cell Area .................. 8.855 sq um
  Seq/Total Area, Yosys .................. 42.87%
  Synthesized chip area reported by yosys .................. 1027 sq um
  Distinct lib cells used .................. 31

Clocking
  Cells resized by post-CTS repair .................. 0
  Clock tree from TritonCTS .................. done
  Worst-case clock buffer depth .................. 2
  Post-CTS setup buffers .................. 0
  Number of clock sinks .................. 22
  Clock transition time at the flip-flop clock pins of the worst setup and hold paths .................. 0.08 ns
  Total CTS buffers .................. 3
  Source-to-sink clock delay at the later pin of the worst-skew pair .................. 0.27 ns
  Cts hold-fix bufs .................. 0
  Clk root buf .................. sky130_fd_sc_hd__clkbuf_8
  # H-tree levels .................. 1

STA
  Setup TNS .................. 0 ns
  Final critical-path share of the clock period .................. 94.92%
  Worst slew pin tran .................. roughly 0.37 ns
  Shortest period the worst path allows .................. about 2.7 ns
  Final Hold Vio Count .................. 0
  Fin Clk Skew .................. 0.007253 ns
  Highest attainable clock frequency .................. 376.3 MHz
  RSZ-0062 raised after global routing .................. no
  Final setup violation count .................. 0
  Pins over their slew limit .................. 0
  Headroom to the max-slew limit .................. between 70 and 80%

Min path
  Class of the tightest hold or removal check .................. register to register

Floorplanning
  Die Y-Extent .................. between 90 and 100 um
  Floorplan die area .................. 8281 sq um
  Die width .................. 91 um
  Standard-cell rows .................. 25
  Initial Utilization .................. between 20% and 30%
  Placeable core area .................. 4817 sq um
  Count of boundary I/O pins .................. 3

Route
  Sum of routed wire length over all layers .................. 1.917 mm
  Routed length per instance .................. around 10 um
  Number of iterations in the first detailed-routing pass .................. 4
  Total number of vias .................. about 820
  1st-iter DRT viols .................. 53
  # diodes .................. 0
  Number of antenna-violating nets in the routed design .................. 0
  Via-to-Cell Ratio .................. about 4.4
  Drc violations .................. 0

Setup path
  Largest delay share family, worst path .................. simple AND/OR/NAND/NOR gates
  Cells traversed along the worst timing path .................. or4_2 > nor3_1 > nand4_1 > inv_1 > clkdlybuf4s50_1
  Data arrival, critical path .................. around 2.1 ns
  Largest driver fanout on the critical path .................. 7
  Category of the worst setup path launch point .................. register
  Slowest Stage Delay on Critical Path .................. 0.65 ns
  Slack of the worst reg-to-reg path .................. 0.26 ns
  Type of the worst setup path .................. register to primary output
  Crit. End Element .................. primary output
  Slowest cell on crit path .................. sky130_fd_sc_hd__or4_2
  Buf/Inv on CP .................. 2
  Worst endpoint required time .................. 2.24 ns

GRT
  Maximum number of pins on one net before global-route repair .................. 19
  Via count of the first global-routing pass .................. 779
  GRT busiest layer .................. met2
  Initial antenna violation count .................. 0
  Met2 routing resource usage after global routing .................. 7.160%
  First-pass GRT wire length .................. 3.436 mm
  Remaining global-route overflow .................. 0
  Global router's overall resource usage .................. under 10%
  Met1 layer usage reported by global route .................. approximately 6.7%
  GR met3 Demand/Resource .................. 1.162%

Placed design
  Half-perimeter wire length of the detailed placement result .................. about 1.4 mm
  Final weighted congestion of routability-driven global placement .................. between 0.8 and 0.9
  Port Buf Inserts .................. 2
  Dpl cells .................. 184

Power
  Power density relative to cell area .................. 532.1 nW/um^2
  Leakage power summed over all cells .................. about 0.37 nW
  Largest voltage drop on the vdd net .................. 0.3475 mV

Flow run
  Tally of max-capacitance violations .................. 0
  Count of warning messages emitted by the tools .................. 25

Final layout
  Fraction of final layout cells sized beyond drive strength 1 .................. 7.438%
  Most common logic cell in the routed design .................. sky130_fd_sc_hd__dfxtp_1
  Largest registers .................. counter: 22 flops
  Number of flip-flops under the largest register name .................. 22
  Dominant logic cell types in the final layout .................. sky130_fd_sc_hd__dfxtp_1 (22), sky130_fd_sc_hd__nor2_1 (15), sky130_fd_sc_hd__nand2_1 (8)
  # fillers .................. 536
  Fin cells .................. approximately 190
  Area growth syn-to-layout .................. 16.32%
  Largest Register .................. counter

Run status
  Outcome .................. finished, final reports clean
==> final cells by class <==
| class | instances | area [sq um] | area share, % |
|---|---|---|---|
| Multi-Input combinational cell | 88 | 556.8 | 46.60 |
| Sequential cell | 22 | 440.4 | 36.86 |
| Tap cell | 67 | 83.83 | 7.016 |
| Clock buffer | 3 | 41.29 | 3.455 |
| Clock inverter | 1 | 30.03 | 2.513 |
| Timing Repair Buffer | 3 | 27.53 | 2.304 |
| Inverter | 4 | 15.01 | 1.257 |
==> routing by layer <==
| layer | routed length (um) | share of wire (%) |
|---|---|---|
| met3 | 68 | 3.5 |
| met2 | 815 | 43 |
| met1 | 1011 | 53 |
| met4 | 21 | 1.1 |
| met5 | 0 | 0 |
==> worst reg2reg max path, delay by kind of cell (launching register included) <==
family                     cells  cell delay (ns)
and+or+nand+nor                6             1.41
adders and majority gates      2             0.50
xor gates and xnor gates       1             0.16
DFF                            1             0.38
==> per-stage QoR <==
step                hold slack (ns)  total power (W)  instance area, sq um  setup slack (ns)  util [%]
global route                 0.4970        0.0006575                  1195           0.02254     24.81
global placement             0.4624        0.0003469                  1124            0.3335     23.32
detailed placement           0.4646        0.0003470                  1124            0.2652     23.32
floorplan                    0.4370        0.0003396                  1027            0.4136         -
CTS                          0.4777        0.0006412                  1195            0.1114     24.81
finish                       0.4732        0.0006358                  1195            0.1424     24.81
==> worst paths after layout <==
kind	cells past startpoint	endpoint	startpoint
worst min-delay path	2	counter[21]$_SDFF_PN0_	counter[21]$_SDFF_PN0_
worst max-delay path	5	btn_output	counter[2]$_SDFF_PN0_
worst max register to register	9	counter[14]$_SDFF_PN0_	counter[2]$_SDFF_PN0_
worst min register to register	2	counter[21]$_SDFF_PN0_	counter[21]$_SDFF_PN0_
==> Yosys cell counts <==
cell | count | area, sq um
sky130_fd_sc_hd__dfxtp_1 | 22 | 440.4
sky130_fd_sc_hd__nor2_1 | 15 | 56.30
sky130_fd_sc_hd__nand2_1 | 8 | 30.03
sky130_fd_sc_hd__xor2_1 | 7 | 61.31
sky130_fd_sc_hd__nand3_1 | 6 | 30.03
sky130_fd_sc_hd__nand4_1 | 6 | 37.54
sky130_fd_sc_hd__or4_1 | 6 | 45.04
sky130_fd_sc_hd__xnor2_1 | 6 | 52.55
sky130_fd_sc_hd__a21oi_1 | 5 | 25.02
sky130_fd_sc_hd__nor3_1 | 4 | 20.02
sky130_fd_sc_hd__o31ai_1 | 4 | 30.03
sky130_fd_sc_hd__inv_1 | 3 | 11.26
sky130_fd_sc_hd__nor4_1 | 3 | 18.77
sky130_fd_sc_hd__and2_1 | 2 | 12.51
sky130_fd_sc_hd__and4_1 | 2 | 17.52
sky130_fd_sc_hd__ha_1 | 2 | 25.02
sky130_fd_sc_hd__and3_1 | 1 | 6.260
sky130_fd_sc_hd__and4_2 | 1 | 10.01
sky130_fd_sc_hd__buf_6 | 1 | 11.26
sky130_fd_sc_hd__clkbuf_1 | 1 | 3.750
sky130_fd_sc_hd__clkinv_1 | 1 | 3.750
sky130_fd_sc_hd__mux2i_1 | 1 | 10.01
sky130_fd_sc_hd__nand2b_1 | 1 | 6.260
sky130_fd_sc_hd__nand3_2 | 1 | 10.01
sky130_fd_sc_hd__nand4b_1 | 1 | 8.760
sky130_fd_sc_hd__nor4b_1 | 1 | 8.760
sky130_fd_sc_hd__o211ai_1 | 1 | 7.510
sky130_fd_sc_hd__o21ai_0 | 1 | 5.000
sky130_fd_sc_hd__or2_1 | 1 | 6.260
sky130_fd_sc_hd__or3_2 | 1 | 7.510
sky130_fd_sc_hd__or4_2 | 1 | 8.760
==> cell families after synthesis <==
logic type,share of synthesized area [%]
buffers and inverters,2.922
AOI/OAI and AO/OA,6.577
muxes,0.9745
adders and majority gates,2.436
xor gates and xnor gates,11.08
and+or+nand+nor,33.13
DFF,42.87
==> where the power goes <==
| group | switching [W] | internal [W] | leakage [nW] |
|---|---|---|---|
| registers | 0.00000365 | 0.000316 | 0.178 |
| logic | 0.0000107 | 0.00000856 | 0.161 |
| clock network | 0.000106 | 0.000191 | 0.0357 |
Power figures rest on the tool's default switching activity, not on a simulated workload.
