===== constraint.sdc =====
current_design clk_divider

set clk_period 1.5
set clk_io_pct 0.2

create_clock -name clk0 -period $clk_period [get_ports {clk}]

set non_clock_inputs [all_inputs -no_clocks]
set_input_delay [expr $clk_period * $clk_io_pct] -clock clk0 $non_clock_inputs
set_output_delay [expr $clk_period * $clk_io_pct] -clock clk0 [all_outputs]

===== config.mk =====
export PLATFORM = sky130hd
export DESIGN_NAME = clk_divider
export DESIGN_NICKNAME = clk_divider
export VERILOG_FILES = /design/flow/design.v
export SDC_FILE = /design/flow/constraint.sdc
export NUM_CORES = 4
export LEC_CHECK = 1
export CORE_AREA = 10 10 70 70
export DIE_AREA = 0 0 80 80

===== run.sh =====
#!/bin/bash
# OpenROAD 26Q1-2900-gdf79404cd8, Yosys 0.63+post, stock flow scripts
make -C /OpenROAD-flow-scripts/flow DESIGN_CONFIG=/design/flow/config.mk WORK_HOME=/design/flow/orfs finish

===== design.v =====
`timescale 1ns / 1ps
module clk_divider#(parameter divider = 16)(input clk, input reset, output reg clk_out);
localparam half_divider = divider/2;
localparam divider_minus_one = divider-1;
reg [7:0] counter;
always @(posedge clk)
begin
  if (reset)
    clk_out <= 0;
  else
    clk_out <= (counter < half_divider)? 1 : 0;
end
always @(posedge clk)
begin
  if (reset)
    counter <= 0;
  else
    counter <= (counter == divider_minus_one)? 0 : counter + 1;
end
endmodule

==> run summary <==
Initial antenna violation count = 0
Die width = 80 µm
Post-DP HPWL = 495 µm
Final worst-path cycle share = 90.0%
CP max FO = 5
Share of layout cells above drive strength 1 = 12.8%
CP Capture Type = register
Cell area after synthesis = 383 µm²
Commonest cells post-synth = dfxtp_1 (9), a21oi_1 (4), or3_1 (4)
Ant diodes = 0
R2r worst-path depth = 4
Iteration-0 DRC Markers = 8
Async SR Flop Fraction = 0%
Number of cells in Yosys stat = 41
Final hold violations = 0
Comb power frac = 7.3%
Endpoint, Worst Hold = counter[0]$_SDFF_PP0_
CTS max path bufs = 2
Sw Pwr = 0.105 mW
Xor/xnor share = 2.29%
Number of max-cap violations = 0
Drt via density = 3.39
Critical path, cell by cell = ha_1 > nand3_2 > or3_1 > a21oi_1
DR top layer = met4
Setup TNS = 0 ps
Tot GR Track Use = 2.35%
F_max = 740 MHz
CTS Hold Bufs = 0
Core Util at FP = 11.2%
CP arrival = 1540 ps
Syn avg cell area = 9.34 µm²
Routed via count = 315
Global-route wire length before repair = 1270 µm
Sw Ratio = 21.9%
Compound Share, Synth = 18.3%
Num CTS Buffers = 3
Largest area contributor in the netlist = dfxtp_1
Type of the worst setup path = reg -> reg
DR DRC count = 0
Seq pwr share = 55.1%
Synth Seq Share = 47.1%
GRT overflow = 0
Post-CTS setup buffer count = 0
Area Overhead vs Synth = 27.1%
Simple-Gate Fraction of Synth Area = 26.1%
Post-DRT Antenna Nets = 0
Avg WL per Cell = 7.35 µm
Pin count of the biggest net entering global routing = 8
Synth flops = 9
Clk latency late pin = 250 ps
Clock sink count = 9
Outcome = finished clean
Yosys stat area = 383 µm²
Met1 Wirelength = 357 µm
Top Ports = 3
R2r endpoint = counter[6]$_SDFF_PP0_
Peak supply drop = 0.340 mV
Met2 wire length = 293 µm
Max_slew headroom = 77.5%
Tightest Hold Check Type = reg -> reg
Dominant register cell = dfxtp_1
Die ar. = 6400 µm²
Post-Synthesis Cells = 41
Final wirelength = 684 µm
Reg2reg setup slack = 150 ps
Tot Pwr = 0.479 mW
Main kind of combinational logic by area = simple AND/OR/NAND/NOR gates
Clock Tree Root = clkbuf_4
CORE AREA = 3420 µm²
Clock slew at reported path FFs = 60 ps
Unrepaired setup endpoints after global routing = false
Post-CTS resize count = 0
Die Span Y = 80 µm
Row count = 21
R2R Path Start = counter[0]$_SDFF_PP0_
H-tree levels = 1
Met3 wire len = 24 µm
Flip-flops with a built-in enable = 0
Fillers = 404
CP max-delay cell = dfxtp_1
Min-delay src = counter[0]$_SDFF_PP0_
Log Warnings = 25
Final setup vio count = 0
Cell Pwr Density = 984 nW/µm²
CTS tree = done
Max-area cell share = 47.1%
Routability cong. = 0.731
Critical Path RT = 1690 ps
Number of distinct library cells after synthesis = 19
Cell-internal power = 0.374 mW
Clock share of power = 37.7%
Hold Crit Depth = 1
Top cell type by instance count after synthesis = dfxtp_1
Tmin final = 1350 ps
Cell area leaders = dfxtp_1 (47%), or3_1 (6.5%), a21oi_1 (5.2%), o21bai_4 (4.9%), o21ai_0 (3.9%)
Worst-Margin Slew = 335 ps
Drt pass-1 iters = 3
Final count of pins violating max slew = 0
Leak pwr = 0.148 nW
IO buf count = 2
Vias in the first global route = 309
Setup crit start kind = register
Mux frac, synth = 0%
Adder-Cell Fraction of Synth Area = 3.27%
Yosys warning tally = 1
Max stage delay on crit path = 390 ps
Worst clock skew = 2.57 ps
[layer usage]
metal / track usage, % / vias up
li1: - / 164
met1: 3.23 / 147
met2: 3.29 / 2
met3: 0.909 / 2
met4: 0.704 / 0
met5: 0 / -
[sequential cells by signal, indices dropped and copies added (netlist names)]
register / count
clk_out: 1
counter: 8
[how the worst max path moves through the flow]
stage,from,to,slack [ps],cells past startpoint
after CTS,clk_out$_SDFF_PP0_,clk_out,150,1
after global routing,counter[0]$_SDFF_PP0_,counter[4]$_SDFF_PP0_,10,4
final,counter[0]$_SDFF_PP0_,counter[6]$_SDFF_PP0_,150,4
[power groups by stage]
stage / combinational (mW) / clock, mW / sequential (mW)
4_1_cts: 0.0351 / 0.191 / 0.263
5_1_grt: 0.0396 / 0.208 / 0.266
6_report: 0.0348 / 0.180 / 0.264
[cells by family (layout without fill, tap and decap cells)]
| kind of cell | Yosys count | in the layout |
|---|---|---|
| flip-flops | 9 | 9 |
| AND-OR/OR-AND | 10 | 10 |
| adder cells (fa/ha/maj) | 1 | 1 |
| XOR/XNOR | 1 | 1 |
| buffers and inverters | 3 | 9 |
| AND/OR/NAND/NOR | 17 | 17 |
[area by class of cell]
cell class                      count  area (µm²)  area share (%)
Tap cell                           46        57.6            11.8
Inverter                            3        11.3            2.31
Multi-Input combinational cell     29         191            39.3
Sequential cell                     9         180            37.0
Clock buffer                        4        26.3            5.40
Timing Repair Buffer                2        20.0            4.11
[through the flow]
stage          utilization [%]  cells  instance area [µm²]  worst slack (ps)  hold WS (ps)
6_report                  14.2     93                  487               149           491
5_1_grt                   14.2     93                  487              11.0           543
4_1_cts                   14.2     93                  487               148           485
3_5_place_dp              13.5     89                  460               176           471
3_3_place_gp              13.5     89                  460               196           464
2_1_floorplan                -     41                  383               247           369
[critical path, delay by kind of cell (launching register included)]
kind | cells | cell delay, ps
simple gates | 2 | 520
fa+ha+maj | 1 | 240
flops | 1 | 390
compound gates | 1 | 130
[layout by cell type, fill, tap and decap left out, types with 2 or more instances in the layout]
cell type        synthesis  routed
dfxtp_1                  9       9
o21ai_0                  3       3
nand2_1                  2       2
inv_1                    3       3
nand4_1                  2       2
clkbuf_4                 0       3
clkdlybuf4s50_1          0       2
nor2_1                   3       3
or3_1                    4       4
a21oi_1                  4       4
Power and IR drop assume default switching activity.
